==> flow/design.v <==
`timescale 1ns / 1ps
module iir_biquad_axis #(
    parameter integer C_S_AXI_DATA_WIDTH = 32,
    parameter integer C_S_AXI_ADDR_WIDTH = 5,
    parameter integer DATA_WIDTH         = 32    
)(
    input  wire aclk,
    input  wire aresetn,    
    input  wire [DATA_WIDTH-1:0] s_axis_tdata,
    input  wire                  s_axis_tvalid,
    output wire                  s_axis_tready,
    input  wire                  s_axis_tlast,
    output wire [DATA_WIDTH-1:0] m_axis_tdata,
    output reg                   m_axis_tvalid,
    input  wire                  m_axis_tready,
    output reg                   m_axis_tlast,
    input  wire [C_S_AXI_ADDR_WIDTH-1:0] s_axi_awaddr,
    input  wire                          s_axi_awvalid,
    output wire                          s_axi_awready,
    input  wire [C_S_AXI_DATA_WIDTH-1:0] s_axi_wdata,
    input  wire [C_S_AXI_DATA_WIDTH/8-1:0] s_axi_wstrb,
    input  wire                          s_axi_wvalid,
    output wire                          s_axi_wready,
    output wire [1:0]                    s_axi_bresp,
    output wire                          s_axi_bvalid,
    input  wire                          s_axi_bready,
    input  wire [C_S_AXI_ADDR_WIDTH-1:0] s_axi_araddr,
    input  wire                          s_axi_arvalid,
    output wire                          s_axi_arready,
    output wire [C_S_AXI_DATA_WIDTH-1:0] s_axi_rdata,
    output wire [1:0]                    s_axi_rresp,
    output wire                          s_axi_rvalid,
    input  wire                          s_axi_rready
);
    reg [31:0] reg_ctrl;
    reg [31:0] reg_b0;
    reg [31:0] reg_b1;
    reg [31:0] reg_b2;
    reg [31:0] reg_a1;
    reg [31:0] reg_a2;
    reg        axi_awready;
    reg        axi_wready;
    reg [1:0]  axi_bresp;
    reg        axi_bvalid;
    reg        axi_arready;
    reg [31:0] axi_rdata;
    reg        axi_rvalid;
    reg        aw_en;
    assign s_axi_awready = axi_awready;
    assign s_axi_wready  = axi_wready;
    assign s_axi_bresp   = axi_bresp;
    assign s_axi_bvalid  = axi_bvalid;
    assign s_axi_arready = axi_arready;
    assign s_axi_rdata   = axi_rdata;
    assign s_axi_rresp   = 2'b00;
    assign s_axi_rvalid  = axi_rvalid;
    always @(posedge aclk) begin
        if (!aresetn) begin
            axi_awready <= 1'b0;
            axi_wready  <= 1'b0;
            axi_bvalid  <= 1'b0;
            axi_bresp   <= 2'b00;
            aw_en       <= 1'b1;
            reg_ctrl <= 32'h0000_0001;  
            reg_b0   <= 32'd0;
            reg_b1   <= 32'd0;
            reg_b2   <= 32'd0;
            reg_a1   <= 32'd0;
            reg_a2   <= 32'd0;
        end else begin
            axi_awready <= (~axi_awready && s_axi_awvalid && aw_en);
            axi_wready  <= (~axi_wready  && s_axi_wvalid  && aw_en);
            if (axi_awready && s_axi_awvalid &&
                axi_wready  && s_axi_wvalid &&
                ~axi_bvalid) begin
                axi_bvalid <= 1'b1;
                axi_bresp  <= 2'b00;
                aw_en      <= 1'b0;
                case (s_axi_awaddr[4:2])
                    3'h0: reg_ctrl <= s_axi_wdata;
                    3'h1: reg_b0   <= s_axi_wdata;
                    3'h2: reg_b1   <= s_axi_wdata;
                    3'h3: reg_b2   <= s_axi_wdata;
                    3'h4: reg_a1   <= s_axi_wdata;
                    3'h5: reg_a2   <= s_axi_wdata;
                    default: ;
                endcase
            end
            else if (axi_bvalid && s_axi_bready) begin
                axi_bvalid <= 1'b0;
                aw_en      <= 1'b1;
            end
        end
    end
    always @(posedge aclk) begin
        if (!aresetn) begin
            axi_arready <= 1'b0;
            axi_rvalid  <= 1'b0;
            axi_rdata   <= 32'd0;
        end else begin
            axi_arready <= (~axi_arready && s_axi_arvalid);
            if (axi_arready && s_axi_arvalid && ~axi_rvalid) begin
                axi_rvalid <= 1'b1;
                case (s_axi_araddr[4:2])
                    3'h0: axi_rdata <= reg_ctrl;
                    3'h1: axi_rdata <= reg_b0;
                    3'h2: axi_rdata <= reg_b1;
                    3'h3: axi_rdata <= reg_b2;
                    3'h4: axi_rdata <= reg_a1;
                    3'h5: axi_rdata <= reg_a2;
                    default: axi_rdata <= 32'd0;
                endcase
            end
            else if (axi_rvalid && s_axi_rready) begin
                axi_rvalid <= 1'b0;
            end
        end
    end
    wire core_enable;
    wire core_reset;
    assign core_enable = reg_ctrl[0];
    assign core_reset  = ~aresetn | reg_ctrl[1];
    wire axis_fire;
    assign axis_fire = s_axis_tvalid && s_axis_tready;
    assign s_axis_tready = (m_axis_tready || !m_axis_tvalid) && core_enable;
    wire signed [15:0] x_l = s_axis_tdata[31:16];
    wire signed [15:0] x_r = s_axis_tdata[15:0];
    wire signed [15:0] y_l;
    wire signed [15:0] y_r;
    iir_biquad_core_16 inst_left (
        .clk   (aclk),
        .rst   (core_reset),
        .en    (axis_fire && core_enable),
        .x_in  (x_l),
        .y_out (y_l),
        .b0    (reg_b0[15:0]),
        .b1    (reg_b1[15:0]),
        .b2    (reg_b2[15:0]),
        .a1    (reg_a1[15:0]),
        .a2    (reg_a2[15:0])
    );
    iir_biquad_core_16 inst_right (
        .clk   (aclk),
        .rst   (core_reset),
        .en    (axis_fire && core_enable),
        .x_in  (x_r),
        .y_out (y_r),
        .b0    (reg_b0[15:0]),
        .b1    (reg_b1[15:0]),
        .b2    (reg_b2[15:0]),
        .a1    (reg_a1[15:0]),
        .a2    (reg_a2[15:0])
    );
    always @(posedge aclk) begin
        if (!aresetn) begin
            m_axis_tvalid <= 1'b0;
            m_axis_tlast  <= 1'b0;
        end else if (m_axis_tready || !m_axis_tvalid) begin
            m_axis_tvalid <= axis_fire && core_enable;
            m_axis_tlast  <= s_axis_tlast;
        end
    end
    assign m_axis_tdata = {y_l, y_r};
endmodule
`timescale 1ns / 1ps
module iir_biquad_core_16 #(
    parameter integer ACC_W = 64
)(
    input  wire clk,
    input  wire rst,
    input  wire en,
    input  wire signed [15:0] x_in,
    output reg  signed [15:0] y_out,
    input  wire signed [15:0] b0,
    input  wire signed [15:0] b1,
    input  wire signed [15:0] b2,
    input  wire signed [15:0] a1,
    input  wire signed [15:0] a2
);
    reg signed [15:0] x1, x2;
    reg signed [15:0] y1, y2;
    reg signed [ACC_W-1:0] acc;
    reg signed [15:0]      y_next;
    always @(posedge clk) begin
        if (rst) begin
            x1    <= 16'sd0;
            x2    <= 16'sd0;
            y1    <= 16'sd0;
            y2    <= 16'sd0;
            y_out <= 16'sd0;
        end
        else if (en) begin
            acc =  $signed(x_in) * b0
                 + $signed(x1)   * b1
                 + $signed(x2)   * b2
                 - $signed(y1)   * a1
                 - $signed(y2)   * a2;
            if ((acc >>> 15) >  32767)
                y_next =  16'sd32767;
            else if ((acc >>> 15) < -32768)
                y_next = -16'sd32768;
            else
                y_next = acc[30:15];
            y_out <= y_next;
            x2 <= x1;
            x1 <= x_in;
            y2 <= y1;
            y1 <= y_next - (y_next >>> 10);
        end
    end
endmodule
==> flow/run.sh <==
#!/bin/bash
# OpenROAD 26Q1-2900-gdf79404cd8, Yosys 0.63+post, stock flow scripts
make -C /OpenROAD-flow-scripts/flow DESIGN_CONFIG=/design/flow/config.mk WORK_HOME=/design/flow/orfs finish
==> flow/config.mk <==
export PLATFORM = sky130hd
export DESIGN_NAME = iir_biquad_axis
export DESIGN_NICKNAME = iir_biquad_axis
export VERILOG_FILES = /design/flow/design.v
export SDC_FILE = /design/flow/constraint.sdc
export NUM_CORES = 4
export LEC_CHECK = 1
export CORE_UTILIZATION = 30
==> flow/constraint.sdc <==
current_design iir_biquad_axis

set clk_period 32.8
set clk_io_pct 0.2

create_clock -name clk0 -period $clk_period [get_ports {aclk}]

set non_clock_inputs [all_inputs -no_clocks]
set_input_delay [expr $clk_period * $clk_io_pct] -clock clk0 $non_clock_inputs
set_output_delay [expr $clk_period * $clk_io_pct] -clock clk0 [all_outputs]
==> changes_impl.md <==
## Implementation

- Flop2flop setup slack: 15.39 ns
- Leakage Power: 60.4 nW
- Worst min path class: reg -> reg
- FP Rows: 234
- WL/cell: 17.6 µm
- Count of tool warnings: 37
- Dominant flop cell: dfxtp_1
- Gr ovfl total: 0
- Synthesized area: 122000 µm²
- Flops after synth: 392
- RSZ-0062 raised after global routing: no
- H-tree depth: 2
- Die H: 640 µm
- Max-Slew Margin vs Limit: 39.5%
- Synth warnings: 2
- Fin crit period: 22.51 ns
- Pins Over Slew Limit: 0
- # IOs: 164
- Clock sink count: 392
- Seq. cell area: 7850 µm²
- Seq share, synth: 6.42%
- Setup violations, final: 0
- Power Total: 2.43 mW
- Vias in the first global route: 94700
- Cells after DPL: 18800
- Final Instance Count excl. Fillers: 18900
- Die Width: 640 µm
- Worst Hold Path EP: axi_arready
- Core footprint: 406000 µm²
- Mapped Cells: 13600
- Vias: 87000
- Initial Util: 30.1%
- Mapped Avg Cell Area: 9.01 µm²
- Largest net degree at the start of global routing: 83
- Largest stage delay, worst path: 0.77 ns
- Most frequent cells in the layout: 3051 x inv_1, 2913 x fa_1, 2107 x nand2_1
- Setup TNS: 0 ns
- CTS Buffer Depth: 3
- Via-to-Cell Ratio: 4.60
- CTS tree: built
- Min-delay src: axi_arready
- Kind of start point of the critical path: input pin
- ANT nets after route: 0
- EDFF count, synth: 0
- Critical R2R Launch: reg_b2[4]
- Global-route wire length before repair: 540000 µm
- Die Area: 410000 µm²
- Reg2reg end: inst_left.y1[10]
- Setup Skew: 0.0920 ns
- DR iter-0 viols: 3582
- Top logic cell by instance count in the layout: inv_1
- Final WL: 332000 µm
- Max Clock Freq: 44.4 MHz
- Layout Area Growth over Synthesis: 8.17%
- Remaining DRCs: 0
- Worst Hold Depth: 1
- YS chip area: 122000 µm²
- CP endpoint kind: register
- Clk latency of the worst-skew pair: 0.77 ns
- CTS Root Cell: clkbuf_16
- Gp weighted congestion: 0.946
- FF-to-FF path depth: 58
- Postcts setup bufs: 0
- Peak supply drop: 0.0000554 V
- Share of cells above drive strength 1: 3.65%
- # Cells Yosys: 13600
- Setup WS pre-CTS: 9.64 ns
- Worst-path clk slew: 0.06 ns
- Crit path DRT: 33.35 ns
- Measured slew at the worst slew-check pin: 0.885 ns
- PostCTS Resize Cnt: 0
- Most used cell, CP: fa_1
- FFs w/ async S/R, synth: 0%
- Hold Fails Final Rpt: 0
- Hold_buf cts: 0
- Filler cells: 41800
- Hpwl dp: 268000 µm
- Slowest library cell on the worst path: o21ai_1
- Drt pass-1 iters: 6
- Final worst-path cycle share: 68.6%
- Number of CTS-inserted buffers: 55
- Status: finished, final reports clean
- Gate Area: 101000 µm²
- Final setup margin: 10.29 ns
- Antenna violations before repair: 23
- Power Density: 18.4 nW/µm²
- CP Max Fanout: 17
- Crit path kind: in -> reg
- GRT Util Overall: 17.9%
- Unique cell types: 96
- CP arrival: 23.07 ns
- Port bufs: 151
- Max Cap Viol: 0
[cells in the mapped netlist (29+ instances only)]
cell	n	area [µm²]
a21oi_1	385	1930
mux2_2	43	484
a22oi_1	40	300
o21bai_1	29	218
xor2_1	84	736
ha_1	879	11000
nand2_1	2108	7910
xnor2_1	249	2180
a21boi_0	207	1550
o21ai_0	161	806
a31oi_1	37	231
o211ai_1	41	308
mux2i_1	31	310
nor3_1	78	390
nand2b_1	138	863
o211a_1	32	320
clkbuf_1	618	2320
dfxtp_1	392	7850
nand3_1	77	385
and3_1	41	257
fa_1	2913	58300
a21o_1	92	691
a211oi_1	46	345
and2_1	1138	7120
nor2b_1	35	219
nor2_1	279	1050
inv_1	3051	11500
[routing by layer]
| layer | track usage [%] | wire, µm | vias to the layer above |
|---|---|---|---|
| li1 | - | - | 40000 |
| met1 | 21.9 | 125000 | 43800 |
| met2 | 29.1 | 160000 | 2636 |
| met3 | 6.26 | 28100 | 504 |
| met4 | 7.44 | 19200 | 24 |
| met5 | 0.0473 | 150 | - |
[cells by family (layout without fill, tap and decap cells)]
group / count (synthesis) / in the layout / share of synthesized area [%]
buffers and inverters: 3693 / 3582 / 11.4
DFF: 392 / 392 / 6.42
other: 1 / 13 / 0.00307
adders and majority gates: 3794 / 3794 / 56.7
AOI/OAI and AO/OA: 1260 / 1260 / 6.83
muxes: 76 / 76 / 0.687
xor gates and xnor gates: 333 / 333 / 2.39
and+or+nand+nor: 4025 / 4025 / 15.6
[sequential cells by signal, indices dropped and copies added, names as in the netlist, 16 cells and up]
signal	count
axi_rdata	32
reg_b1	32
inst_left.y_out	16
inst_right.y2	16
inst_right.y_out	16
reg_b2	32
reg_a2	32
inst_left.x2	16
inst_right.x2	16
reg_a1	32
inst_left.y1	16
inst_left.y2	16
reg_ctrl	32
reg_b0	32
inst_right.y1	16
inst_left.x1	16
inst_right.x1	16
[layout make-up]
type                       instances  share of cell area (%)
timing repair buffer             425                    2.69
inverter                        3053                    8.66
clock buffer                      67                    1.13
sequential                       392                    5.94
multi-input combinational       9492                    76.1
antenna                            9                  0.0170
clock inverter                    37                   0.363
tap                             5428                    5.13
[worst max-delay path by stage]
stage / depth (start not counted) / slack, ns / startpoint / endpoint
6_report: 59 / 10.29 / s_axis_tdata[12] / inst_right.y1[12]
5_1_grt: 59 / 9.11 / s_axis_tdata[12] / inst_right.y1[14]
4_1_cts: 59 / 10.30 / s_axis_tdata[12] / inst_right.y1[14]
[critical path, delay by kind of cell]
kind	cells	cell delay [ns]
AND-OR/OR-AND	22	5.80
XOR/XNOR	3	0.52
adder cells (fa/ha/maj)	15	7.45
buffers and inverters	14	1.53
AND/OR/NAND/NOR	5	1.18
[through the flow]
stage	util, %	hold WS, ns	area [µm²]
global route	32.6	0.458	132000
floorplan	-	0.389	122000
finish	32.6	0.433	132000
detailed placement	32.1	0.431	130000
global placement	32.1	0.420	130000
CTS	32.6	0.439	132000
[power breakdown]
group / switching, mW / internal (mW)
clock: 0.289 / 0.378
combinational: 0.783 / 0.439
sequential: 0.0329 / 0.512
total: 1.11 / 1.33
No activity file was given, so power comes from the tool's default toggle rates.
